**config.mk**
```make
export PLATFORM = sky130hd
export DESIGN_NAME = ysyx_22051086_CSR
export DESIGN_NICKNAME = ysyx_22051086_CSR
export VERILOG_FILES = /design/flow/design.v
export SDC_FILE = /design/flow/constraint.sdc
export NUM_CORES = 4
export LEC_CHECK = 1
export CORE_UTILIZATION = 50
```
**run.sh**
```bash
#!/bin/bash
# OpenROAD 26Q1-2900-gdf79404cd8, Yosys 0.63+post, stock flow scripts
make -C /OpenROAD-flow-scripts/flow DESIGN_CONFIG=/design/flow/config.mk WORK_HOME=/design/flow/orfs finish
```
**constraint.sdc**
```tcl
current_design ysyx_22051086_CSR

set clk_period 18.6
set clk_io_pct 0.2

create_clock -name clk0 -period $clk_period [get_ports {clk}]

set non_clock_inputs [all_inputs -no_clocks]
set_input_delay [expr $clk_period * $clk_io_pct] -clock clk0 $non_clock_inputs
set_output_delay [expr $clk_period * $clk_io_pct] -clock clk0 [all_outputs]
```
**design.v**
```verilog
module ysyx_22051086_CSR (
    input clk,
    input rst,
    input [63:0] pc,
    input [11:0] csr_wnum,
    input csr_wen,
    input [63:0] csr_wdata,
    input [63:0] csr_wmask,
    input [11:0] csr_rnum,
    output [63:0] csr_rdata,
    input ecall
);
reg [63:0] MEPC;
reg [63:0] MSTATUS;
reg [63:0] MCAUSE;
reg [63:0] MTVEC;
always @(posedge clk) begin
    if (csr_wen && csr_wnum == 12'h341) 
        MEPC <= csr_wdata | csr_wmask;
    else if(ecall)
        MEPC <= pc;
end
always @(posedge clk) begin
    if(rst)
        MSTATUS <= 64'ha00001800;
    else if (csr_wen && csr_wnum == 12'h300) 
        MSTATUS <= csr_wdata | csr_wmask;
end
always @(posedge clk) begin
    if (csr_wen && csr_wnum == 12'h342) 
        MCAUSE <= csr_wdata | csr_wmask;
    else if(ecall) begin
        MCAUSE[3:0] <= 4'b1011;
    end
end
always @(posedge clk) begin
    if (csr_wen && csr_wnum == 12'h305) 
        MTVEC <= csr_wdata | csr_wmask;
end
assign csr_rdata = (csr_rnum == 12'h341)? MEPC
          : (csr_rnum == 12'h300)? MSTATUS
          : (csr_rnum == 12'h342)? MCAUSE
          : (csr_rnum == 12'h305)? MTVEC
          : 0;
endmodule
```
==> job_summary.md <==
## Implementation flow summary

| Metric | Value |
|---|---|
| Final setup vio count | `0` |
| Status | `complete, no violations` |
| Antenna fix cells | `0` |
| Switching share of power | `19.96%` |
| Largest net degree at the start of global routing | `54` |
| Switching pwr | `0.2507 mW` |
| Vias in the first global route | `8818` |
| Placed Cells incl. Taps | `1452` |
| FF-to-FF setup slack | `17.94 ns` |
| Drt total wl | `30320 um` |
| CP max FO | `37` |
| Hold Crit Start | `MSTATUS[43]` |
| Clk slew on worst S/H paths | `0.06 ns` |
| Worst reg2reg path depth | `1` |
| Data required, critical path | `14.88 ns` |
| Largest cells by area after synthesis | `edfxtp_1, dfxtp_1, a21oi_1, nand2_1, a22o_1` |
| Core box area | `22030 um^2` |
| Max Freq | `93.74 MHz` |
| Slowest CP cell | `and4_2` |
| Fillers | `1598` |
| H-tree depth | `1` |
| Hold path depth | `2` |
| Worst Setup Path Type | `primary input to output pin` |
| Initial antenna violation count | `1` |
| Hold/Removal Path Class | `register to register` |
| CP Depth | `8` |
| Final core occ | `69.54%` |
| Pwr dens | `82.00 nW/um^2` |
| Total CTS buffers | `28` |
| Cell family with most CP delay | `buffers and inverters` |
| Cycle use final | `57.35%` |
| Post_cts resized | `0` |
| Critical Path, Cell by Cell | `clkdlybuf4s50_1 > nor2_4 > buf_4 > and4_2 > buf_4 > o2bb2ai_1 > a22o_1 > clkdlybuf4s50_1` |
| Worst clock skew | `0 ns` |
| Setup TNS | `0 ns` |
| Endpoints failing hold | `0` |
| Post-layout min period | `10.67 ns` |
| Clk Latency, worst-skew pair | `0.52 ns` |
| Vias per cell | `5.711` |
| Max-slew headroom | `49.44%` |
| Setup Buffers After CTS | `0` |
| Synth async-reset ratio | `0%` |
| WL met1 | `12320 um` |
| RR Endpoint | `MSTATUS[35]` |
| Layout cell share with drive strength beyond 1 | `13.89%` |
| Max Slew Vio Count | `0` |
| Unrepaired setup endpoints after global routing | `no` |
| Synthesis area per yosys | `11350 um^2` |
| Yosys stat cell total | `945` |
| CTS Hold Bufs | `0` |
| Worst r2r src | `MSTATUS[35]` |
| Area Growth Syn to Fin | `34.93%` |
| Crit path launch | `csr_rnum[0]` |
| WL/cell | `20.16 um` |
| Worst-Margin Slew | `0.7584 ns` |
| Startpoint types | `primary input` |
| Internal cell power | `1.005 mW` |
| Die X | `152.7 um` |
| Top Ports | `284` |
| Synthesized area per cell | `12.01 um^2` |
| First-pass GRT wire length | `47870 um` |
| Root buf cell | `clkbuf_16` |
| Combinational Power Share | `6.7%` |
| Port buffer count | `283` |
| Deepest clock path buffer count | `3` |
| Fp_density | `51.54%` |
| Tool Warnings | `26` |
| Via Count | `8589` |
| Setup WS pre-CTS | `7.945 ns` |
| Top_reg_cell synth | `edfxtp_1` |
| Overall Power | `1.256 mW` |
| Clock power share | `43.2%` |
| Yosys reg bits | `256` |
| Dpl hpwl | `17500 um` |
| Maxcap violations | `0` |
| Sink Count | `256` |
| Buf+Inv Stages, Crit Path | `4` |
| Sequential power share | `50.1%` |
| Synthesized area | `11350 um^2` |
| Worst Setup Slack, final | `7.933 ns` |
| Seq share, synth | `62.07%` |
| WP data arrival | `6.95 ns` |
| Met2 WL post-DR | `14200 um` |
| DIE AREA | `23310 um^2` |
| Worst Setup End Kind | `output pin` |
| GRT Total Usage | `28.69%` |
| Post-synth EDFFs | `192` |
| DR top layer | `met5` |
| VDD IR-drop max | `61.99 uV` |
| Cell Rows | `54` |
| DR DRC count | `0` |
| Netlist cell types | `36` |
| Grt ovf | `0` |
| Cells after synthesis | `945` |
| 1st-pass router iterations | `15` |
| Die Y | `152.7 um` |
| Global placement routability congestion | `0.8032` |
| ANT nets after route | `0` |
| Yosys top cell by area | `edfxtp_1` |
| CP peak stage delay | `0.79 ns` |
| Pleak | `5.208 nW` |
| Synth warn | `1` |
| Area leader share | `50.79%` |
| Drt first-iter violations | `448` |
| Fin cells | `1504` |
| Crit path to | `csr_rdata[2]` |
| Metal3 WL | `3327 um` |
| CTS tree | `yes` |
[layout by cell type, fill, tap and decap left out, types with 2 or more instances in the layout]
master and n:
edfxtp_1 192, a21oi_1 118, nor4bb_1 3, o21a_1 46, clkbuf_16 29, nor2_1 18
dfxtp_1 64, o2bb2ai_1 55, mux2_2 37, clkbuf_8 3, or2_2 58, clkinv_2 8
buf_4 18, clkdlybuf4s50_1 282, a22oi_1 6, o21ai_1 13, a221o_1 6, a211o_1 4
clkbuf_1 8, inv_1 7, nand2b_1 9, and4_2 2, mux2_1 20, a2bb2oi_1 3
a22o_1 55, nand4_1 3, bufinv_16 2, and3_1 2, nand2_1 133
[routing by layer]
layer	GRT usage, %	vias up
met5	0	-
met4	4.618	2
met3	12.40	34
met2	43.32	424
met1	42.61	4081
li1	-	4048
[area by class of cell]
type | count | area (um^2) | share of cell area [%]
Timing Repair Buffer | 301 | 2963 | 19.34
Inverter | 7 | 26.28 | 0.1715
Clock inverter | 12 | 118.9 | 0.7760
Sequential cell | 256 | 7047 | 46.01
Multi-Input combinational cell | 608 | 4015 | 26.21
Clock buffer | 40 | 797.0 | 5.203
Tap cell | 280 | 350.3 | 2.287
[kinds of logic (layout without fill, tap and decap cells)]
kind of cell | Yosys count | count (layout) | share of synthesized area [%]
AOI/OAI and AO/OA | 306 | 306 | 18.77
DFF | 256 | 256 | 62.07
and+or+nand+nor | 245 | 245 | 10.55
buffers and inverters | 81 | 360 | 2.954
muxes | 57 | 57 | 5.654
[synth_stat cells (all sizes together) (13+ instances only)]
| master | instances |
|---|---|
| edfxtp | 192 |
| nand2 | 133 |
| a21oi | 118 |
| dfxtp | 64 |
| or2 | 58 |
| mux2 | 57 |
| a22o | 55 |
| o2bb2ai | 55 |
| clkbuf | 46 |
| o21a | 46 |
| buf | 28 |
| nor2 | 19 |
| o21ai | 13 |
[stage by stage]
step	cell area [um^2]	hold slack, ns
after floorplan	11350	0.4268
after global placement	14400	0.4336
after detailed placement	14400	0.4398
after CTS	15320	0.4489
after global routing	15320	0.4635
final	15320	0.4470
[power by group through the flow]
stage         clock network, mW  registers (mW)  logic (mW)
finish                    0.543           0.629      0.0841
CTS                       0.551           0.629      0.0847
global route              0.575           0.630      0.0915
[registers in the layout (all words and copies together), names as in the netlist]
register  cells
MEPC         64
MCAUSE       64
MSTATUS      64
MTVEC        64
[worst min path at each step]
| stage | endpoint | slack (ns) |
|---|---|---|
| after CTS | MSTATUS[43] | 0.45 |
| after global routing | MSTATUS[43] | 0.46 |
| final | MSTATUS[43] | 0.45 |
Power and IR drop assume default switching activity.
