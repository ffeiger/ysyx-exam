--- /design/flow/run.sh ---
#!/bin/bash
# OpenROAD 26Q1-2900-gdf79404cd8, Yosys 0.63+post, stock flow scripts
make -C /OpenROAD-flow-scripts/flow DESIGN_CONFIG=/design/flow/config.mk WORK_HOME=/design/flow/orfs finish
--- /design/flow/config.mk ---
export PLATFORM = sky130hd
export DESIGN_NAME = ysyx_22051086_ALU
export DESIGN_NICKNAME = ysyx_22051086_ALU
export VERILOG_FILES = /design/flow/design.v
export SDC_FILE = /design/flow/constraint.sdc
export NUM_CORES = 4
export LEC_CHECK = 1
export CORE_UTILIZATION = 40
--- /design/flow/constraint.sdc ---
current_design ysyx_22051086_ALU

set clk_period 45.5
set clk_io_pct 0.2

create_clock -name clk0 -period $clk_period [get_ports {clk}]

set non_clock_inputs [all_inputs -no_clocks]
set_input_delay [expr $clk_period * $clk_io_pct] -clock clk0 $non_clock_inputs
set_output_delay [expr $clk_period * $clk_io_pct] -clock clk0 [all_outputs]
--- /design/flow/design.v ---
module ysyx_22051086_ALU (
    input       ex_valid,
    input       clk,
    input       rst,
    input [4:0] aluop,
    input [63:0] alu_src1,
    input [63:0] alu_src2,
    output [63:0] alu_res,
    output        alu_busy 
);
wire [63:0] add_sub_result; 
wire [63:0] and_result;
wire [63:0] or_result;
wire [63:0] xor_result;
wire [63:0] sll_result; 
wire [63:0] sr_result; 
wire [31:0] sllw_result; 
wire [63:0] srw_result;  
wire [63:0] slt_result;
wire [63:0] sltu_result;
wire [63:0] adder_a   = alu_src1;
wire [63:0] adder_b   = (aluop==5'b10001||aluop==5'b01011||aluop==5'b01100) ? ~alu_src2 : alu_src2;
wire adder_cin = (aluop==5'b10001||aluop==5'b01011||aluop==5'b01100) ? 1'b1      : 1'b0;
wire adder_cout;
assign {adder_cout, add_sub_result} = adder_a + adder_b + adder_cin;
assign and_result = alu_src1 & alu_src2;
assign or_result  = alu_src1 | alu_src2;
assign xor_result = alu_src1 ^ alu_src2;
assign sll_result = alu_src1 << alu_src2;
assign sr_result = {{64{~aluop[0] & alu_src1[63]}},alu_src1[63:0]} >> alu_src2;
assign sllw_result = alu_src1[31:0] << alu_src2;
assign srw_result ={{32{~aluop[4] & alu_src1[31]}} ,alu_src1[31:0]} >> alu_src2;
assign sltu_result[63:1]=63'b0;
assign sltu_result[0]=~adder_cout;
assign slt_result[63:1]=63'b0;
assign slt_result[0]=(alu_src1[63] & ~alu_src2[63]) | ((alu_src1[63] ~^ alu_src2[63]) & add_sub_result[63]);
wire mul_valid = op_mul && !mul_doing && !mul_out_valid && ex_valid && !mul_has_sent;
reg mul_doing;
reg mul_has_sent;
always @ (posedge clk)begin
    if(rst)
        mul_has_sent <= 1'b0;
    else if(mul_valid)
        mul_has_sent <= 1'b1;
    else if(!mul_doing)
        mul_has_sent <= 1'b0;
end
always @(posedge clk)begin
    if(rst)begin
        mul_doing <= 1'b0;
    end
    else if(mul_out_valid)begin
        mul_doing <= 1'b0;
    end
    else if(mul_valid && mul_ready)begin
        mul_doing <= 1'b1;
    end
end
wire op_mul = (aluop == 5'b01000 || aluop ==5'b01101);
wire op_mulw = aluop == 5'b01000;
wire op_mul_signed = (aluop == 5'b01000 || aluop ==5'b01101);
wire mul_ready;
wire mul_out_valid;
wire [63:0] mul_res_hi;
wire [63:0] mul_res_lo;
ysyx_22051086_MULTIPLIER mymultiplier(clk,rst,mul_valid,flush,op_mulw,op_mul_signed,alu_src1,alu_src2,mul_ready,mul_out_valid,mul_res_hi,mul_res_lo);
wire div_valid = op_div && !div_doing && !div_out_valid && ex_valid && !div_has_sent;
wire div_ready;
wire div_out_valid;
reg div_doing;
reg div_has_sent;
always @ (posedge clk)begin
    if(rst)
        div_has_sent <= 1'b0;
    else if(div_valid)
        div_has_sent <= 1'b1;
    else if(!div_doing)
        div_has_sent <= 1'b0;
end
always @(posedge clk)begin
    if(rst)begin
        div_doing <= 1'b0;
    end
    else if(div_out_valid)begin
        div_doing <= 1'b0;
    end
    else if(div_valid && div_ready)begin
        div_doing <= 1'b1;
    end
end
wire op_divw = (aluop == 5'b01001 || aluop == 5'b01010 || aluop == 5'b10011 || aluop == 5'b10100); 
wire op_div_signed = (aluop == 5'b01001 || aluop == 5'b01010 || aluop == 5'b10110);
wire op_div = (aluop == 5'b01001 || aluop == 5'b01010 || aluop == 5'b10010 || aluop == 5'b10011 || aluop == 5'b10100  || aluop == 5'b10101 || aluop==5'b10110);
wire flush = 0;
wire [63:0] quotient;
wire [63:0] remainder;
ysyx_22051086_DIVIDER mydivider(
    .clk(clk),
    .rst(rst),
    .dividend(alu_src1),
    .divisor(alu_src2),
    .div_valid(div_valid),
    .divw(op_divw),
    .div_signed(op_div_signed),
    .flush(flush),
    .div_ready(div_ready),
    .out_valid(div_out_valid),
    .quotient(quotient),
    .remainder(remainder)
    );
assign alu_busy = op_div ? (div_doing || div_valid)
                : op_mul ? (mul_doing || mul_valid)
                : 0;
assign alu_res = (aluop == 5'b00001 || aluop ==5'b10001)? add_sub_result
               : (aluop == 5'b00010)? and_result
               : (aluop == 5'b00011)? or_result
               : (aluop == 5'b00100)? xor_result
               : (aluop == 5'b00101)? sll_result
               : (aluop == 5'b00110 || aluop == 5'b00111)? sr_result[63:0]
               : (aluop == 5'b01000 || aluop == 5'b01101)? mul_res_lo
               : (aluop == 5'b01001 || aluop == 5'b10010 || aluop == 5'b10011 || aluop == 5'b10110)? quotient
               : (aluop == 5'b01010 || aluop == 5'b10100 || aluop == 5'b10101)? remainder
               : (aluop == 5'b01011) ? slt_result
               : (aluop == 5'b01100) ? sltu_result
               : (aluop == 5'b01110)? {32'b0,sllw_result}
               : (aluop == 5'b01111 || aluop == 5'b10000)? srw_result
               :0;
endmodule
module ysyx_22051086_DIVIDER(
    input         clk,
    input         rst,
    input [63:0]  dividend,
    input [63:0]  divisor,
    input         div_valid,
    input         divw,
    input         div_signed,
    input         flush,
    output        div_ready,
    output        out_valid,
    output [63:0] quotient,
    output [63:0] remainder 
);
parameter IDLE = 2'b00;
parameter RUN = 2'b01;
parameter RUNW = 2'b10;
parameter WAIT = 2'b11;
reg [1:0] cur_state;
reg [1:0] next_state;
always @(posedge clk) 
	if (rst || flush)
		cur_state <= IDLE;
	else
		cur_state <= next_state;
always @(*)begin
    case(cur_state)
    IDLE:
    begin
        if(div_valid && !divw)    
            next_state = RUN;
        else if(div_valid && divw)
            next_state = RUNW;
        else
            next_state = IDLE;
    end
    RUN:
    begin
        if(counter == 6'b111111)
            next_state = WAIT;
        else
            next_state = RUN;
    end
    RUNW:
    begin
        if(wcounter == 5'b11111)
            next_state = WAIT;
        else
            next_state = RUNW;
    end
    WAIT:
    begin
        next_state = IDLE;
    end
    endcase
end
reg [5:0] counter;
reg [4:0] wcounter;
always @(posedge clk)begin
    if(cur_state == IDLE)
        counter <= 6'b0;
    else if(cur_state == RUN)
        counter <= counter + 1;
end
always @(posedge clk)begin
    if(cur_state == IDLE)
        wcounter <= 5'b0;
    else if(cur_state == RUNW)
        wcounter <= wcounter + 1;
end
wire [63:0] abs_dividend = dividend[63] ? ~dividend[63:0]+1:dividend[63:0] ;
wire [63:0] abs_divisor = divisor[63] ? ~divisor[63:0]+1:divisor[63:0];
reg [127:0]  reg_dividend;
reg [63:0]   reg_divisor;
wire [31:0] abs_dividend_w = dividend[31] ? ~dividend[31:0]+1:dividend[31:0] ;
wire [31:0] abs_divisor_w = divisor[31] ? ~divisor[31:0]+1:divisor[31:0];
reg [63:0]  reg_dividend_w;
reg [31:0]   reg_divisor_w;
reg          reg_divw;
reg          reg_div_signed;
reg [63:0]   reg_quotient;
always @(posedge clk)begin
    if(cur_state == IDLE && div_valid && !divw && !div_signed)begin
        reg_dividend <= {{64{1'b0}},dividend};
        reg_divisor <= divisor;
        reg_divw <= divw;
        reg_div_signed <= div_signed;
        reg_quotient <= 64'b0;
    end
    else if(cur_state == IDLE && div_valid && !divw && div_signed)begin
        reg_dividend <= {{64{1'b0}},abs_dividend};
        reg_divisor <= abs_divisor;
        reg_divw <= divw;
        reg_div_signed <= div_signed;
        reg_quotient <= 64'b0;
    end
    else if(cur_state == IDLE && div_valid && divw && !div_signed)begin
        reg_dividend_w <= {32'b0,dividend[31:0]};
        reg_divisor_w <= divisor[31:0];
        reg_divw <= divw;
        reg_div_signed <= div_signed;
        reg_quotient <= 64'b0;
    end
    else if(cur_state == IDLE && div_valid && divw && div_signed)begin
        reg_dividend_w <= {32'b0,abs_dividend_w};
        reg_divisor_w <= abs_divisor_w[31:0];
        reg_divw <= divw;
        reg_div_signed <= div_signed;
        reg_quotient <= 64'b0;
    end
    else if(cur_state == RUN && temp[64] == 1 )begin
        reg_quotient[63-counter] <= 0; 
        reg_dividend <= reg_dividend << 1;
    end
    else if(cur_state == RUN && temp[64] == 0 )begin
        reg_quotient[63-counter] <= 1;
        reg_dividend <= {temp[63:0],reg_dividend[62:0],1'b0};
    end
    else if(cur_state == RUNW && temp_w[32] == 1 )begin
        reg_quotient[31-wcounter] <= 0; 
        reg_dividend_w <= reg_dividend_w << 1;
    end
    else if(cur_state == RUNW && temp_w[32] == 0 )begin
        reg_quotient[31-wcounter] <= 1;
        reg_dividend_w <= {temp_w[31:0],reg_dividend_w[30:0],1'b0};
    end
end
reg res_minus_w;
reg res_minus;
always @(posedge clk)begin
    if(cur_state == IDLE && div_valid && divw )
        res_minus_w <= (dividend[31]!=divisor[31]);
    else if (cur_state == IDLE && div_valid && !divw )
        res_minus <= (dividend[63]!=divisor[63]);
end 
reg dividend_minus;
reg dividend_w_minus;
always @(posedge clk)begin
    if(cur_state == IDLE && div_valid && divw)
        dividend_w_minus <= dividend[31];
    else if(cur_state == IDLE && div_valid && !divw)
        dividend_minus <= dividend[63];
end
wire [64:0] A = reg_dividend[127:63];
wire [64:0] B = ~{1'b0, reg_divisor} + 1;
wire [64:0] temp = A + B;
wire [32:0] A_w = reg_dividend_w[63: 31];
wire [32:0] B_w = ~{1'b0, reg_divisor_w[31:0]}+1;
wire [32:0] temp_w = A_w + B_w;
wire [63:0] unsigned_quotient;
wire [63:0] signed_quotient;
wire [63:0] unsigned_remainder;
wire [63:0] signed_remainder;
assign unsigned_quotient = reg_divw ? {{32{reg_quotient[31]}},reg_quotient[31:0]} : reg_quotient;
assign signed_quotient = (reg_divw && res_minus_w) ? {{32{1'b1}}, ~reg_quotient[31:0]+1}
                       : (reg_divw && !res_minus_w) ? {{32{reg_quotient[31]}},reg_quotient[31:0]}
                       : (!reg_divw && res_minus) ?  ~reg_quotient+1
                       : reg_quotient;
assign unsigned_remainder = reg_divw ? {{32{reg_dividend_w[63]}},reg_dividend_w[63:32]} : reg_dividend[127:64] ;
assign signed_remainder = (reg_divw && dividend_w_minus) ? {{32{1'b1}}, ~reg_dividend_w[63:32]+1}
                       : (reg_divw && !dividend_w_minus) ? {{32{reg_dividend_w[63]}},reg_dividend_w[63:32]}
                       : (!reg_divw && dividend_minus) ?  ~reg_dividend[127:64] +1
                       : reg_dividend[127:64] ;
assign div_ready = cur_state == IDLE;
assign out_valid = cur_state == WAIT;
assign quotient = reg_div_signed ? signed_quotient : unsigned_quotient;
assign remainder = reg_div_signed ? signed_remainder : unsigned_remainder;
endmodule
module ysyx_22051086_MULTIPLIER(
    input         clk,
    input         rst,
    input         mul_valid,
    input         flush,
    input         mulw,
    input         mul_signed,
    input [63:0]  multiplicand,
    input [63:0]  multiplier,
    output        mul_ready,
    output        out_valid,
    output [63:0] result_hi,
    output [63:0] result_lo
);
parameter IDLE = 2'b00;
parameter RUN = 2'b01;
parameter RUNW = 2'b10;
parameter WAIT = 2'b11;
reg [1:0] cur_state;
reg [1:0] next_state;
always @(posedge clk) 
	if (rst || flush)
		cur_state <= IDLE;
	else
		cur_state <= next_state;
always @(*)begin
    case(cur_state)
    IDLE:
    begin
        if(mul_valid && !mulw)    
            next_state = RUN;
        else if(mul_valid && mulw)
            next_state = RUNW;
        else
            next_state = IDLE;
    end
    RUN:
    begin
        if(counter == 6'b100000)   
            next_state = WAIT;
        else
            next_state = RUN;
    end
    RUNW:
    begin
        if(wcounter == 5'b10000)  
            next_state = WAIT;
        else
            next_state = RUNW;
    end
    WAIT:
    begin
        next_state = IDLE;
    end
    endcase
end
reg [5:0] counter;
reg [4:0] wcounter;
always @(posedge clk)begin
    if(cur_state == IDLE)
        counter <= 6'b0;
    else if(cur_state == RUN)
        counter <= counter + 1;
    else
        counter <= 6'b0;
end
always @(posedge clk)begin
    if(cur_state == IDLE)
        wcounter <= 5'b0;
    else if(cur_state == RUNW)
        wcounter <= wcounter + 1;
    else
        wcounter <= 5'b0;
end
reg         reg_mulw;
reg [131:0] reg_multiplicand;
reg [65:0] reg_multiplier;
reg [67:0] reg_multiplicand_w;
reg [33:0] reg_multiplier_w;
always @(posedge clk)begin
    if(cur_state == IDLE && mul_valid && !mulw && mul_signed)begin
        reg_multiplicand <= {{68{multiplicand[63]}},multiplicand};
        reg_multiplier <= {multiplier[63],multiplier,1'b0};
    end
    else if(cur_state == IDLE && mul_valid && !mulw && !mul_signed)begin
        reg_multiplicand <= {{68{1'b0}},multiplicand};
        reg_multiplier <= {1'b0,multiplier,1'b0};
    end
    else if(cur_state == IDLE && mul_valid && mulw && mul_signed)begin
        reg_multiplicand_w <= {{36{multiplicand[31]}},multiplicand[31:0]};
        reg_multiplier_w <= {multiplier[31],multiplier[31:0],1'b0};
    end
    else if(cur_state == IDLE && mul_valid && mulw && !mul_signed)begin
        reg_multiplicand_w <= {{36{1'b0}},multiplicand[31:0]};
        reg_multiplier_w <= {1'b0,multiplier[31:0],1'b0};
    end
    else if(cur_state == RUNW)begin
        reg_multiplier_w <= reg_multiplier_w >> 2;
        reg_multiplicand_w <= reg_multiplicand_w << 2;
    end
    else if(cur_state == RUN)begin
        reg_multiplier <= reg_multiplier >> 2;
        reg_multiplicand <= reg_multiplicand << 2;
    end
end
always @ (posedge clk) begin
    if(cur_state == IDLE && mul_valid)begin
        reg_mulw <= mulw;
    end
end
reg [67:0] res_w;
always @(posedge clk)begin
    if(cur_state == IDLE)
        res_w <= 68'b0;
    else if(cur_state == RUNW)
        res_w <= res_w + p_w + c_w;
end
wire [67:0] p_w = ~(~({68{sel_negative_w}} & ~reg_multiplicand_w) & ~({68{sel_double_negative_w}} & ~(reg_multiplicand_w << 1)) 
                & ~({68{sel_positive_w}} & reg_multiplicand_w ) & ~({68{sel_double_positive_w}} & (reg_multiplicand_w<< 1)));
wire [67:0] c_w = (sel_negative_w || sel_double_negative_w) ? {67'b0,1'b1}:0;
wire y_add_w,y_w,y_sub_w;
assign {y_add_w,y_w,y_sub_w} = reg_multiplier_w[2:0];
wire sel_negative_w =  y_add_w & (y_w & ~y_sub_w | ~y_w & y_sub_w);
wire sel_positive_w = ~y_add_w & (y_w & ~y_sub_w | ~y_w & y_sub_w);
wire sel_double_negative_w =  y_add_w & ~y_w & ~y_sub_w;
wire sel_double_positive_w = ~y_add_w &  y_w &  y_sub_w;
reg [131:0] res;
always @(posedge clk)begin
    if(cur_state == IDLE)
        res <= 132'b0;
    else if(cur_state == RUN)
        res <= res + p + c;
end
wire [131:0] p = ~(~({132{sel_negative}} & ~reg_multiplicand) & ~({132{sel_double_negative}} & ~(reg_multiplicand << 1)) 
                & ~({132{sel_positive}} & reg_multiplicand) & ~({132{sel_double_positive}} & (reg_multiplicand << 1)));
wire [131:0] c = (sel_negative || sel_double_negative) ? {131'b0,1'b1}:0;
wire y_add,y,y_sub;
assign {y_add,y,y_sub} = reg_multiplier[2:0];
wire sel_negative =  y_add & (y & ~y_sub | ~y & y_sub);
wire sel_positive = ~y_add & (y & ~y_sub | ~y & y_sub);
wire sel_double_negative =  y_add & ~y & ~y_sub;
wire sel_double_positive = ~y_add &  y &  y_sub;
assign result_hi = reg_mulw ? {{32{res_w[63]}},res_w[63:32]} : res[127:64];
assign result_lo = reg_mulw ? {{32{res_w[31]}},res_w[31:0]} : res[63:0];
assign out_valid = cur_state == WAIT;
assign mul_ready = cur_state == IDLE;
endmodule
==> impl_metrics.ini <==
; flow metrics
[final_timing]
timing.slew.headroom_pct = -8.93
setup_ws_ns = 19.57
fmax_ghz = 0.0386
skew_ns = 0.0438
rsz0062_at_grt = false
maxSlewViolCount = 4
worst_pin_slew_ns = 1.62
setup_viol = 0
hold_viol = 0
finalCritPeriodShare_pct = 57.0
period_minus_slack_ns = 25.93
fin_tns_setup_ns = 0

[yosys]
synth-edff-count = 426
top_cell_area_share_pct = 18.9
most_common_cell = nor2_1
ys_area_um2 = 67700
ys.flop_type = edfxtp_1
yosysWarnings = 3
ys_cells = 8757
syn-instance-count = 8757
synthArstFlopShare_pct = 0
common_cells = 876 x nor2_1, 849 x nand2_1, 842 x o21ai_0, 832 x a21oi_1, 547 x clkbuf_1
synth_flops = 685
synthTopCellsByArea = edfxtp_1 19%, dfxtp_1 7.7%, ha_1 7.3%
largest_area_cell = edfxtp_1
ys_types = 103
avgSynthCellArea_um2 = 7.73
synthesis.area_um2 = 67700
ys_seq_share_pct = 26.5

[power]
leakagePower_nw = 29.5
ir_worst_vdd_mv = 0.0448
power_density_nw_per_um2 = 33.9

[place]
place.gp.congestion = 1.15
placed_area_um2 = 73400
port_buffers = 200
place_ws_ns = 19.92
dp_cells = 10900
hpwl_um = 320000

[clock_tree]
cts.sinks = 685
htreeDepth = 3
clk_transition_reported_paths_ns = 0.06
cts_tree = done
cts_setup_buffers = 0
ctsResizeCount = 0
root_buffer = clkbuf_16
clockBufferDepth = 3
clock_latency_ns = 0.76
cts_buffers = 85
ctsHoldBuffers = 0

[global_route]
grt_pass1_wl_um = 553000
grt-ovfl-total = 0
antenna_found_initial = 52
track_usage_pct = 48.7
grt_pass1_vias = 67200
grt_max_degree = 98

[detailed_routing]
ant_nets = 0
wl_per_cell_um = 37.0
remaining_drc_errors = 0
via_per_inst = 6.63
drt_wl_total_um = 411000
first_pass_iters = 7
drt_iter0_markers = 9301
vias = 73700

[cells_and_area]
fillers = 16400
syn_to_final_growth_pct = 12.8
drive_above_1_share_pct = 9.17
instances_no_fill = 11100
fin_area_um2 = 76400

[die]
die_w_um = 413
dieArea_um2 = 171000
core-area_um2 = 168000
io_pins = 201
rows = 150
die-height_um = 413
fp_util_pct = 40.4

[min_path]
min_path_type = reg2reg
hold_path_end = mymultiplier.wcounter[0]
hold_depth = 1
hp-start = mymultiplier.wcounter[0]

[worst_setup_path]
worst_path_max_delay_cell = a221oi_1
endpoint_kind = output pin
worstPathRequired_ns = 36.40
reg2reg_depth = 19
reg2reg_from = mymultiplier.reg_multiplier[2]
worstPathArrival_ns = 16.83
path_class = in2out
r2r-end = mymultiplier.res[52]
cp_slowest_stage_delay_ns = 0.92
cp_max_fo = 29
cp-start-kind = input pin
worst-r2r-setup-slack_ns = 38.92
worstPathCellList = clkdlybuf4s50_1 -> or3b_2 -> a21oi_1 -> buf_4 -> nor2_4 -> buf_4 -> xnor2_1 -> ha_1 -> nand2_1 -> o31ai_1 -> nand3_1 -> o2111ai_1 -> nand3_1 -> and2_1 -> nor2_1 -> xor2_1 -> a221oi_1 -> o21ai_0 -> clkdlybuf4s50_1
crit_family = AND-OR/OR-AND gates
crit_buf_inv = 4

[outcome]
outcome = finished, violations left
violations = max-capacitance violations, max-slew violations

[flow_run]
log.warning_count = 92
max_cap_viol_count = 1
-- kinds of logic after synthesis --
family | synth area share [%]
multiplexers | 5.96
adder cells (fa/ha/maj) | 7.50
AND-OR/OR-AND | 27.1
buffers and inverters | 5.76
flip-flops | 26.5
XOR/XNOR | 8.92
AND/OR/NAND/NOR | 18.2
-- layout make-up --
type	count	area (µm²)	share of cell area (%)
diodes	24	60.1	0.0786
clock buffers	112	2370	3.11
clock inverters	45	577	0.755
inverters	353	1340	1.75
multi-input cells	7074	46100	60.4
flip-flops and latches	685	18000	23.5
well taps	2204	2760	3.61
repair buffers	620	5190	6.79
-- cell usage in the layout (no fill, tap or decap), drive strengths merged, types with 65 or more instances in the layout --
cell / Yosys / routed
nor3: 230 / 230
a31oi: 102 / 102
nor2: 877 / 877
xor2: 232 / 232
mux2: 90 / 90
a21o: 142 / 142
inv: 346 / 347
o211ai: 79 / 79
clkdlybuf4s50: 0 / 192
buf: 93 / 428
a22o: 68 / 68
and3: 68 / 68
nand2b: 72 / 72
o31ai: 80 / 80
clkbuf: 551 / 112
a211oi: 143 / 143
xnor2: 458 / 458
a21oi: 832 / 832
ha: 395 / 395
a22oi: 117 / 117
edfxtp: 426 / 426
nand3: 179 / 179
o21ai: 854 / 854
or3: 68 / 68
nand2: 849 / 849
dfxtp: 259 / 259
nand4: 65 / 65
mux2i: 201 / 201
o22ai: 66 / 66
-- through the flow --
stage               total power, mW  utilization, %  hold slack, ns
global placement               1.82            43.8           0.441
CTS                            2.55            45.5           0.463
detailed placement             1.82            43.8           0.450
floorplan                      1.41               -           0.429
global route                   2.68            45.5           0.483
finish                         2.59            45.6           0.460
-- state kept, by name (all words and copies together) (netlist names), 5 cells and up, named ones only --
signal / flops
mymultiplier.wcounter: 5
mymultiplier.res_w: 32
mymultiplier.reg_multiplicand_w: 32
mymultiplier.counter: 6
mydivider.counter: 6
mymultiplier.res: 64
mymultiplier.reg_multiplicand: 64
mymultiplier.reg_multiplier_w: 34
mydivider.reg_divisor_w: 32
mydivider.reg_divisor: 64
mydivider.wcounter: 5
mydivider.reg_dividend: 128
mydivider.reg_dividend_w: 64
mymultiplier.reg_multiplier: 66
-- worst max path at each step --
| stage | cells after the start | to | start |
|---|---|---|---|
| 4_1_cts | 21 | alu_res[58] | aluop[2] |
| 5_1_grt | 21 | alu_res[58] | aluop[2] |
| 6_report | 19 | alu_res[32] | aluop[2] |
-- report_power, final --
group	total [mW]	switching, mW	internal (mW)
Clock	0.731	0.306	0.426
Combinational	1.08	0.715	0.364
Sequential	0.782	0.0782	0.704
-- layer usage --
metal  track usage [%]  share of wire, %  up-vias
li1                  -                 -    32200
met1              62.6                38    35500
met2              64.4                39     4881
met3              26.9                16     1079
met4              27.4               7.3       50
met5              1.19              0.19        -
No activity file was given, so power comes from the tool's default toggle rates.
